[config.mk]
export PLATFORM = sky130hd
export DESIGN_NAME = top_module
export DESIGN_NICKNAME = top_module
export VERILOG_FILES = /design/flow/design.v
export SDC_FILE = /design/flow/constraint.sdc
export NUM_CORES = 4
export LEC_CHECK = 1
export CORE_AREA = 10 10 103 103
export DIE_AREA = 0 0 113 113
export SYNTH_HDL_FRONTEND = slang
[constraint.sdc]
current_design top_module

set clk_period 1.5
set clk_io_pct 0.2

create_clock -name clk0 -period $clk_period [get_ports {clk_in}]

set non_clock_inputs [all_inputs -no_clocks]
set_input_delay [expr $clk_period * $clk_io_pct] -clock clk0 $non_clock_inputs
set_output_delay [expr $clk_period * $clk_io_pct] -clock clk0 [all_outputs]
[design.v]
module top_module(clk_in, h_sync, v_sync, red_o, green_o, blue_o, reset, RxD);
    input clk_in;
    input reset;
    input RxD;
	wire clk_d_out;
  	wire [9:0] h_count;
  	wire [9:0] v_count;
  	wire trig_out;
   	output h_sync;
  	output v_sync;
  	wire video_on;
    wire [9:0] x_loc;
    wire [9:0] y_loc;
  	wire [7:0] RxData;
  	reg display_x = 300;
    output [3:0] red_o;
    output [3:0] green_o;
    output [3:0] blue_o;
  clk_div clk_div(.clk(clk_in),.clk_d(clk_d_out));
  h_counter h_count1(.clk(clk_d_out),.h_count(h_count),.trig_v(trig_out));
  v_counter v_count1(.clk(clk_d_out),.v_count(v_count),.enable_v(trig_out));
  vga_sync vga1(.h_count(h_count),.v_count(v_count),.h_sync(h_sync),.v_sync(v_sync),.video_on(video_on),.x_loc(x_loc),.y_loc(y_loc));
  Receiver_RxD r(.clk_fpga(clk_d_out), .reset(reset), .RxD(RxD), .RxData(RxData));
  paddle_control p(.clk(clk_d_out), .rxdata(RxData), .current_pixel_x(display_x), .new_pixel_x(display_x));
  pixel_gen pixel1(.clk(clk_d_out), .pixel_x(x_loc), .pixel_y(y_loc), .video_on(video_on), .display_x(display_x), .red(red_o), .green(green_o), .blue(blue_o));
endmodule
module clk_div(clk,clk_d);
  parameter div_value = 1;
  input clk;
  output clk_d;
  reg clk_d;
  reg count;
  initial
    begin
      clk_d=0;
      count=0;
    end
  always @(posedge clk)
    begin
      if(count==div_value)
        count<=0;
      else
        count<=count+1;
    end
  always@(posedge clk)
    begin
      if(count==div_value)
        clk_d<= ~clk_d;
    end
endmodule
module h_counter(clk,h_count,trig_v);
  input clk;
  output [9:0] h_count;
  output trig_v;
  reg trig_v;
  reg [9:0]h_count;
  initial h_count=0;
  initial trig_v = 0;
  always @ (posedge clk)
    begin
      if (h_count<=798)
        begin
          h_count = h_count + 1;
          trig_v =0;
        end
       else
         begin
            trig_v=1;
            h_count=0;
         end
    end
endmodule
module paddle_control(clk, rxdata, current_pixel_x, new_pixel_x);
  input clk;
  input [7:0] rxdata;
  input [9:0] current_pixel_x;
  output reg [9:0] new_pixel_x = 0;
  always @(posedge clk)
    begin
      if (rxdata == 108)
        begin
          new_pixel_x <= current_pixel_x <= 50 ? current_pixel_x : current_pixel_x - 50;
        end
      if (rxdata == 114)
        begin
          new_pixel_x <= current_pixel_x >= 590 ? current_pixel_x : current_pixel_x + 50;
        end
      if (rxdata == 100)
        begin
          new_pixel_x <= current_pixel_x;
        end
    end
endmodule      
module pixel_gen(clk, pixel_x, pixel_y, video_on, display_x, red, green, blue);
  input clk;
  input [9:0] pixel_x;
  input [9:0] pixel_y;
  input video_on;
  input [9:0] display_x;
  output reg [3:0]red = 0;
  output reg [3:0]green = 0;
  output reg [3:0]blue = 0;
  reg [9:0] display_x1;
  reg [9:0] display_x2;
  reg ball;
  reg paddle;
  always @(posedge clk)
    begin
      if ((pixel_x == 0) || (pixel_x == 639) || (pixel_y == 0) || (pixel_y == 479))
        begin
          red <= 4'hF;
          green <= 4'hF;
          blue <= 4'hF;
        end
      else 
        begin
          display_x1 <= display_x - 50;
          display_x2 <= display_x + 50;
          paddle = pixel_y > 450 && pixel_y < 470 && pixel_x > display_x1 && pixel_x < display_x2;
          ball = pixel_y > 230 && pixel_y < 250 && pixel_x > 310 && pixel_x < 330;
          blue <= video_on ? ((ball || paddle) ? 4'hF : 4'h0) : 4'h0;
          red <= 4'h0;
          green <= video_on ? ((ball || paddle) ? 4'hF : 4'h0) : 4'h0;
        end
    end
endmodule
module Receiver_RxD(
  input clk_fpga,  
  input reset,  
  input RxD,  
  output [7:0] RxData  
);
  reg shift;  
  reg state, nextstate;  
  reg [3:0] bit_counter;  
  reg [1:0] sample_counter; 
  reg [13:0] baudrate_counter;
  reg [9:0] rxshift_reg;
  reg clear_bitcounter, inc_bitcounter,inc_samplecounter, clear_samplecounter;
  parameter clk_freq = 100_000_000;
  parameter baud_rate = 9_600;
  parameter div_sample = 4;
  parameter div_counter = clk_freq/(baud_rate*div_sample);
  parameter mid_sample = (div_sample/2);
  parameter div_bit = 10;
  assign RxData = rxshift_reg[8:1];
  always @ (posedge clk_fpga)
    begin
      if(reset) begin
        state<=0;
        bit_counter <=0;
        baudrate_counter <=0;
        sample_counter <=0;
      end 
      else begin
        baudrate_counter <= baudrate_counter + 1;
        if (baudrate_counter >= div_counter-1) begin
          baudrate_counter <=0;
          state <=nextstate;
          if (shift)rxshift_reg <= {RxD, rxshift_reg[9:1]};
          if (clear_samplecounter) sample_counter <=0;
          if (inc_samplecounter) sample_counter <= sample_counter +1;
          if (clear_bitcounter) bit_counter <=0;
          if (inc_bitcounter) bit_counter <= bit_counter +1;
        end
      end
    end
  always @ (posedge clk_fpga)  
    begin
      shift <=0;
      clear_samplecounter <= 0;
      inc_samplecounter <= 0;
      clear_bitcounter<=0;
      inc_bitcounter<=0;
      nextstate <=0;
      case(state)
        0: begin  
          if (RxD)
            begin
              nextstate <=0 ;
            end
          else begin
            nextstate <= 1;
            clear_bitcounter <=1;
            clear_samplecounter <=1;
          end
        end
        1: begin  
          nextstate<=1;
          if(sample_counter == mid_sample - 1) shift <=1;
          if (sample_counter == div_sample -1 ) begin
            if(bit_counter == div_bit -1) begin
              nextstate <= 0;
          	end
          	inc_bitcounter <= 1;
          	clear_samplecounter <=1;
          end else inc_samplecounter <=1;
        end
        default: nextstate <=0;
      endcase
    end
endmodule
module v_counter(clk,v_count,enable_v);
  input clk;
  input enable_v;
  output [9:0] v_count;
  reg [9:0]v_count;
  initial v_count = 0;
  always @ (posedge clk)
    begin
      if (enable_v==1)
        begin
          if (v_count<=523)
            begin
              v_count <= v_count + 1;
            end
      else
        begin
           v_count<=0;
        end
     end
    end
endmodule
module vga_sync(
  input [9:0] h_count,
  input [9:0] v_count,
  output h_sync,
  output v_sync,
  output video_on,
  output [9:0] x_loc,
  output [9:0] y_loc
);
  localparam HD = 640;
  localparam HF = 16;
  localparam HB = 48;
  localparam HR = 96;
  localparam VD = 480;
  localparam VF = 10;
  localparam VB = 33;
  localparam VR = 2;
  assign h_sync=(h_count<HD+HF || h_count>=HD+HF+HR)?1'b1:1'b0;
  assign v_sync=(v_count<VD+VF || v_count>=VD+VF+VR)?1'b1:1'b0;
  assign x_loc=h_count;
  assign y_loc=v_count;
  assign video_on=(h_count<=HD && v_count<=VD);
endmodule
[run.sh]
#!/bin/bash
# OpenROAD 26Q1-2900-gdf79404cd8, Yosys 0.63+post, stock flow scripts
make -C /OpenROAD-flow-scripts/flow DESIGN_CONFIG=/design/flow/config.mk WORK_HOME=/design/flow/orfs finish
==> results.yml <==
# synthesis and place-and-route metrics
run_status:
  outcome: "complete, no violations"
detailed_routing:
  drt-met1-wl_um: 1260
  postRouteAntennaNets: 0
  drtIter0Drc: 42
  wl_per_cell_um: 9.17
  antenna_cells: 0
  drt-pass1-iter-count: 4
  highest_layer: "met3"
  drc_errors: 0
  routed-via-count: 970
  avgViaCountPerCell: 3.77
  wl_met2_um: 932
  wl_um: 2360
  wl_met3_um: 166
critical_path:
  cp_num_buf_inv: 1
  r2r_cells: 1
  crit_arrival_ns: 0.59
  cp-start-kind: "flip-flop"
  path_max_fanout: 2
  crit_type: "flip-flop to flip-flop"
  r2r_start: "clk_div.clk_d"
  path_cells: "inv_1"
  path_delay_family: "flip-flops"
  critPathRequiredTime_ns: 1.47
  cpMaxStageDelayCell: "edfxtp_1"
  cp.depth: 1
  critPathLaunch: "clk_div.clk_d"
  endpoint_kind: "flip-flop"
  cpPeakStageDelay_ns: 0.34
synth:
  ys.flop_type: "dfxtp_1"
  yosysUniqueCellTypes: 37
  yosysWarningCount: 0
  most_common_cell: "nor2_1"
  ys_ff: 25
  top_cell_area_share: 0.237
  top_cells_by_count: "nor2_1 (23), dfxtp_1 (14), edfxtp_1 (11)"
  ys_cells: 151
  avgSynthCellArea_um2: 9.23
  yosysTopAreaCell: "edfxtp_1"
  synthArstFlopShare: 0
  netlist_area_um2: 1390
  synthCells: 151
  postSynthSeqShare: 0.438
  top_cells_by_area: "edfxtp_1 (24%), dfxtp_1 (20%), nor2_1 (6.2%)"
  edf_count: 11
  yosys_area_um2: 1390
place:
  place.gp.congestion: 0.804
  hpwl_um: 1750
  io_buffer_count: 14
clocking:
  clk_pin_slew_ns: 0.03
  clockBufferDepth: 2
  cts_max_level: 1
  root_buffer: "clkbuf_8"
  cts_resized: 0
  cts_hold_buf: 0
  cts_setup_buffers: 0
  cts_buffers: 3
  cts_tree: "done"
  insertion_delay_ns: 0.21
power_and_ir_drop:
  leakagePower_nw: 0.580
  p_total_w: 0.000280
  peakVddDrop_mv: 0.120
  p_per_area_nw_per_um2: 175
cells_and_area:
  n_fill_cell: 895
  area.growth.synth_to_final_pct: 15.0
  drive_gt1_frac: 0.0658
flow_run:
  warnings: 30
  cap_violations: 0
global_routing:
  grtUsageTotal: 0.0368
  grt_pass1_wl_um: 4230
  grt_pass1_vias: 941
  grt_max_degree: 24
  grt_overflow: 0
  antenna_found_initial: 0
die:
  io_pins: 17
  fp_util: 0.168
  core_area_um2: 8300
  die_w_um: 113
  die-area_um2: 12800
  row_count: 33
  die_h_um: 113
worst_hold_path:
  hold-path-cell-count: 1
  hp-class: "flip-flop to flip-flop"
  min_from: "clk_div.count"
timing:
  tns_ns: 0
  tightest_slew_ns: 0.558
  setup_viol: 0
  fin_hold_ws_ns: 0.378
  skew_ns: 0.00719
  grt_setup_unrepaired: "false"
  timing.slew.headroom: 0.627
  untimed_endpoints: 47
  fmax_ghz: 1.60
  unclocked_regs: 23
  drv_slew: 0
  finalClockPeriodUsage: 0.418
  final-hold-violation-count: 0
  fin_crit_ns: 0.626
## cell families (layout without fill, tap and decap cells)
| group | count (synthesis) | count (layout) | synth area share |
|---|---|---|---|
| buffers and inverters | 26 | 27 | 0.104 |
| and+or+nand+nor | 67 | 67 | 0.248 |
| xor gates and xnor gates | 14 | 14 | 0.0880 |
| adders and majority gates | 5 | 5 | 0.0449 |
| AOI/OAI and AO/OA | 14 | 14 | 0.0772 |
| DFF | 25 | 25 | 0.438 |
## per-layer routing
layer	GRT usage	vias to the layer above
li1	-	509
met1	0.0505	445
met2	0.0584	16
met3	0.0118	0
met4	0.00169	0
met5	0	-
## layout by cell type, fill, tap and decap left out, drive strengths merged
| cell | instances |
|---|---|
| dfxtp | 14 |
| nand2 | 7 |
| nand4b | 1 |
| ha | 5 |
| clkbuf | 4 |
| or3 | 1 |
| a31oi | 1 |
| nor3 | 4 |
| edfxtp | 11 |
| o21ba | 1 |
| or4 | 3 |
| inv | 8 |
| a21oi | 3 |
| clkdlybuf4s50 | 14 |
| xnor2 | 9 |
| nor4b | 1 |
| o311ai | 2 |
| o31ai | 1 |
| nor3b | 1 |
| o21ai | 1 |
| a21o | 1 |
| o21a | 1 |
| nand3 | 10 |
| or2 | 3 |
| nand4 | 3 |
| nor2b | 5 |
| buf | 1 |
| xor2 | 5 |
| nor2 | 23 |
| and3 | 3 |
| o311a | 1 |
| o2111ai | 1 |
| or4b | 2 |
| a211oi | 1 |
## registers in the layout, summed over array words and instances (netlist names)
name and flops:
pixel1.red 1, clk_div.clk_d 1, h_count1.h_count 10, pixel1.green 1, h_count1.trig_v 1, clk_div.count 1, v_count1.v_count 10
## metrics by stage
step                utilization  instances  cell area [um2]  worst slack (ns)
floorplan                     -        151             1390             0.596
global placement          0.188        253             1560             0.880
detailed placement        0.188        253             1560             0.875
CTS                       0.193        257             1600             0.871
global route              0.193        257             1600             0.839
finish                    0.193        257             1600             0.874
## final cells by class
type                            instances  area, um2  share of cell area
Sequential cell                        25        611               0.381
Clock buffer                            4       45.0              0.0281
Timing Repair Buffer                   15        148              0.0921
Multi-Input combinational cell        100        638               0.398
Tap cell                              105        131              0.0820
Inverter                                8       30.0              0.0187
## power breakdown
| group | internal [W] | switching, W | total [W] |
|---|---|---|---|
| combinational | 0 | 0 | 0.000000000318 |
| clock | 0.000180 | 0.0000424 | 0.000223 |
| sequential | 0.0000574 | 0 | 0.0000574 |
| total | 0.000238 | 0.0000424 | 0.000280 |
## path summary, 6_finish.rpt
check,slack (ns),endpoint
setup reg to reg,0.87,clk_div.clk_d
hold reg to reg,0.38,clk_div.count
setup / recovery,0.87,clk_div.clk_d
hold / removal,0.38,clk_div.count
Power is estimated from default activity; no workload was simulated.

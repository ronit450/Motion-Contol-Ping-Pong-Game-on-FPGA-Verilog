==> flow/design.v <==
module game_end(pixel_x, pixel_y, display);
  input [9:0] pixel_x;
  input [9:0] pixel_y;
  output display;
  reg [0:29] startup [29:0];
  wire [5:0] x = pixel_x[9:4] - 5;
  wire [5:0] y = pixel_y[9:4];
  assign display = startup[y][x];
  initial begin
    startup[0]  = 30'b111111111111111111111111111111; 
    startup[1]  = 30'b100000000000000000000000000001; 
    startup[2]  = 30'b100000000000000000000000000001; 
    startup[3]  = 30'b100000000000000000000000000001; 
    startup[4]  = 30'b100000000000000000000000000001; 
    startup[5]  = 30'b100000000000000000000000000001; 
    startup[6]  = 30'b100000000000000000000000000001; 
    startup[7]  = 30'b100000000000000000000000000001; 
    startup[8]  = 30'b100000111011101110000000000001; 
    startup[9]  = 30'b100000100010101010000000000001; 
    startup[10] = 30'b100000111010101010000000000001; 
    startup[11] = 30'b100000111010101010000000000001; 
    startup[12] = 30'b100000100010101010000000000001; 
    startup[13] = 30'b100000111010101110000000000001; 
    startup[14] = 30'b100000000000000000000000000001;
    startup[15] = 30'b100000000000000000000000000001;
    startup[16] = 30'b100000111011101111101110000001; 
    startup[17] = 30'b100000100010101010101000000001; 
    startup[18] = 30'b100000100011101010101110000001; 
    startup[19] = 30'b100000111010101010101110000001; 
    startup[20] = 30'b100000101010101010101000000001; 
    startup[21] = 30'b100000111010101010101110000001; 
    startup[22] = 30'b100000000000000000000000000001; 
    startup[23] = 30'b100000000000000000000000000001; 
    startup[24] = 30'b100000000000000000000000000001; 
    startup[25] = 30'b100000000000000000000000000001; 
    startup[26] = 30'b100000000000000000000000000001; 
    startup[27] = 30'b100000000000000000000000000001; 
    startup[28] = 30'b100000000000000000000000000001; 
    startup[29] = 30'b111111111111111111111111111111; 
  end
endmodule
module menu(pixel_x, pixel_y, display);
  input [9:0] pixel_x;
  input [9:0] pixel_y;
  output display;
  reg [0:29] startup [29:0];
  wire [5:0] x = pixel_x[9:4] - 5;
  wire [5:0] y = pixel_y[9:4];
  assign display = startup[y][x];
  initial begin
    startup[0]  = 30'b111111111111111111111111111111; 
    startup[1]  = 30'b100000000000000000000000000001; 
    startup[2]  = 30'b100000000000000000000000000001; 
    startup[3]  = 30'b100000000000000000000000000001; 
    startup[4]  = 30'b100000000000000000000000000001; 
    startup[5]  = 30'b100000000000000000000000000001; 
    startup[6]  = 30'b100000000000000000000000000001; 
    startup[7]  = 30'b100000000000000000000000000001; 
    startup[8]  = 30'b100000111011101110111000000001; 
    startup[9]  = 30'b100000101010101010100000000001; 
    startup[10] = 30'b100000111010101010100000000001; 
    startup[11] = 30'b100000100010101010111000000001; 
    startup[12] = 30'b100000100010101010101000000001; 
    startup[13] = 30'b100000100011101010111000000001; 
    startup[14] = 30'b100000000000000000000000000001;
    startup[15] = 30'b100000000000000000000000000001;
    startup[16] = 30'b100000111011101111101110000001; 
    startup[17] = 30'b100000100010101010101000000001; 
    startup[18] = 30'b100000100011101010101110000001; 
    startup[19] = 30'b100000111010101010101110000001; 
    startup[20] = 30'b100000101010101010101000000001; 
    startup[21] = 30'b100000111010101010101110000001; 
    startup[22] = 30'b100000000000000000000000000001; 
    startup[23] = 30'b100000000000000000000000000001; 
    startup[24] = 30'b100000000000000000000000000001; 
    startup[25] = 30'b100000000000000000000000000001; 
    startup[26] = 30'b100000000000000000000000000001; 
    startup[27] = 30'b100000000000000000000000000001; 
    startup[28] = 30'b100000000000000000000000000001; 
    startup[29] = 30'b111111111111111111111111111111; 
  end
endmodule
module pong_game(clk, pixel_x, pixel_y, video_on, rxdata, red, green, blue);
  input clk;
  input [9:0] pixel_x;
  input [9:0] pixel_y;
  input [7:0] rxdata;
  input video_on;
  parameter ball_radius = 10;
  parameter paddle_height = 10;
  parameter paddle_width = 50;
  parameter LEFT = 108;
  parameter RIGHT = 114;
  parameter IDLE = 100;
  parameter SPACE = 32;
  parameter paddle_speed = 6;
  output reg [3:0] red = 0;
  output reg [3:0] green = 0;
  output reg [3:0] blue = 0;
  reg [9:0] display_x = 300;
  reg [9:0] display_y = 460;
  reg [9:0] ball_x = 320;
  reg [9:0] ball_y = 240;
  reg [3:0] collision_state = 0;
  reg [4:0] ball_speed = 4;
  reg ball;
  reg paddle;
  reg [23:0] counter1 = 0;
  reg [22:0] counter2 = 0;
  reg [3:0] healthcounter = 5;
  reg [2:0] screen = 0;
  reg [9:0] ball_x1;
  reg [9:0] ball_x2;
  reg [9:0] ball_y1;
  reg [9:0] ball_y2;
  reg [9:0] paddle_x1; 
  reg [9:0] paddle_x2;
  reg [9:0] paddle_y1;
  reg [9:0] paddle_y2;
  wire menudisplay;
  wire enddisplay;
  menu m(.pixel_x(pixel_x), .pixel_y(pixel_y), .display(menudisplay));
  game_end e(.pixel_x(pixel_x), .pixel_y(pixel_y), .display(enddisplay));
  always @(posedge clk)
    begin
    if (collision_state == 9)
    begin
    healthcounter <= healthcounter - 1;
    end
    counter2 <= counter2 + 1;
      if (screen == 0) begin
      if (menudisplay) begin
          red <= 4'hF;
          green <= 4'hF;
          blue <= 4'hF;
          end
      else begin
          red <= 4'h0;
          green <= 4'h0;
          blue <= 4'h0;
          end
          end
      if (rxdata == SPACE) begin
      screen <= 1;
      display_x <=300;
      display_y <=460;
      end
      if (screen == 2) begin
      healthcounter <=5;
      if (enddisplay) begin
          red <= 4'hF;
          green <= 4'hF;
          blue <= 4'hF;
          end
      else begin
          red <= 4'h0;
          green <= 4'h0;
          blue <= 4'h0;
          end
      end
      if (screen == 1) begin
      if ((pixel_x >= 0 && pixel_x <= 10) || (pixel_x >= 630 && pixel_x <= 640) || (pixel_y >= 0 && pixel_y <= 10) || (pixel_y >= 470 && pixel_y <= 480) || (pixel_y >= 239 && pixel_y <= 241))
        begin
          red <= 4'hF;
          green <= 4'hF;
          blue <= 4'hF;
        end
      else
        begin
        if (counter2 >= 500000)
        begin
        if (rxdata == LEFT)
        begin
          display_x <= (display_x <= 60) ? display_x : display_x - paddle_speed;
        end
      if (rxdata == RIGHT)
        begin
        display_x <= (display_x >= 590) ? display_x : display_x + paddle_speed;
        end
      if (rxdata == IDLE)
        begin
        display_x <= display_x;
        end
      case(collision_state)
        0 : begin  
          ball_x <= ball_x - ball_speed;
          ball_y <= ball_y + ball_speed;
        end
        1 : begin  
          ball_x <= ball_x - ball_speed;
          ball_y <= ball_y - ball_speed;
        end
        2 : begin  
          ball_x <= ball_x + ball_speed;
          ball_y <= ball_y - ball_speed;
        end
        3 : begin  
          ball_x <= ball_x + ball_speed; 
          ball_y <= ball_y - ball_speed;
        end
        4 : begin  
          ball_x <= ball_x + ball_speed;
          ball_y <= ball_y + ball_speed;
        end
        5 : begin  
          ball_x <= ball_x + ball_speed;
          ball_y <= ball_y + ball_speed;
        end
        6 : begin  
          ball_x <= ball_x - ball_speed;
          ball_y <= ball_y + ball_speed;
        end
        7 : begin  
          ball_x <= ball_x - ball_speed;
          ball_y <= ball_y + ball_speed;
        end
        8 : begin  
          ball_x <= ball_x - ball_speed;
          ball_y <= ball_y - ball_speed;
        end
        9 : begin  
          ball_x <= 320;
          ball_y <= 240;
          if (healthcounter > 0) begin
          healthcounter <= healthcounter - 1;
          end
          else   
          screen <= 2;
          end
      endcase
      ball_x1 = ball_x - ball_radius;
      ball_x2 = ball_x + ball_radius;
      ball_y1 = ball_y - ball_radius;
      ball_y2 = ball_y + ball_radius;
      paddle_x1 = display_x - paddle_width; 
      paddle_x2 = display_x + paddle_width;
      paddle_y1 = display_y - paddle_height;
      paddle_y2 = display_y + paddle_height;
      case (collision_state)
        0 : begin
          if (ball_y2 >= paddle_y2) begin
            collision_state <= 9;
          end
          if (ball_y2 >= paddle_y1 && ball_x >= paddle_x1 && ball_x <= paddle_x2) begin
            if (ball_x <= display_x) begin
              collision_state <= 1;
            end
            else begin
              collision_state <= 2;
            end
          end
        end
        1 : begin
          if (ball_x1 <= 10) begin
            collision_state <= 3;
          end
          if (ball_y1 <= 10) begin
          collision_state <= 6;
          end
        end
        2 : begin
          if (ball_x2 >= 630) begin
            collision_state <= 8;
          end
          if (ball_y1 <= 10) begin
          collision_state <= 5;
          end
        end
        3 : begin
          if (ball_y1 <= 10) begin
            collision_state <= 5;
          end
        end
        4 : begin 
          if (ball_y2 >= paddle_y2) begin
            collision_state <= 9;
          end
          if (ball_y2 >= paddle_y1 && ball_x >= paddle_x1 && ball_x <= paddle_x2) begin
            if (ball_x <= display_x) begin
              collision_state <= 1;
            end
            else begin
              collision_state <= 2;
            end
          end
        end
        5 : begin
        if (ball_y2 >= paddle_y1 && ball_x >= paddle_x1 && ball_x <= paddle_x2) begin
        if (ball_x <= display_x) begin
        collision_state <= 1;
        end
        else begin
        collision_state <= 2;
        end
        end
          if (ball_x2 >= 630) begin
            collision_state <= 7;
          end
        end
        6 : begin
        if (ball_y2 >= paddle_y1 && ball_x >= paddle_x1 && ball_x <= paddle_x2) begin
        if (ball_x <= display_x) begin
        collision_state <= 1;
        end
        else begin
        collision_state <= 2;
        end
        end
          if (ball_x1 <= 10) begin
            collision_state <= 4;
          end
        end
        7 : begin
          if (ball_y2 >= paddle_y2) begin
            collision_state <= 9;
          end
          if (ball_y2 >= paddle_y1 && ball_x >= paddle_x1 && ball_x <= paddle_x2) begin
            if (ball_x <= display_x) begin
              collision_state <= 1;
            end
            else begin
              collision_state <= 2;
            end
          end
        end
        8 : begin
          if (ball_y1 <= 10) begin
            collision_state <= 6;
          end
        end
        9 : begin
          collision_state <= 0;
        end
      endcase
      counter2 <= 0;
      end
          paddle = pixel_y > paddle_y1 && pixel_y < paddle_y2 && pixel_x > paddle_x1 && pixel_x < paddle_x2;
          ball = pixel_y > ball_y1 && pixel_y < ball_y2 && pixel_x > ball_x1 && pixel_x < ball_x2;
          blue <= video_on ? ((ball || paddle) ? 4'hF : 4'h0) : 4'h0;
          red <= 4'h0;
          green <= video_on ? ((ball || paddle) ? 4'hF : 4'h0) : 4'h0;
        end
    end
    end
endmodule
==> flow/run.sh <==
#!/bin/bash
# OpenROAD 26Q1-2900-gdf79404cd8, Yosys 0.63+post, stock flow scripts
make -C /OpenROAD-flow-scripts/flow DESIGN_CONFIG=/design/flow/config.mk WORK_HOME=/design/flow/orfs finish
==> flow/config.mk <==
export PLATFORM = sky130hd
export DESIGN_NAME = pong_game
export DESIGN_NICKNAME = pong_game
export VERILOG_FILES = /design/flow/design.v
export SDC_FILE = /design/flow/constraint.sdc
export NUM_CORES = 4
export LEC_CHECK = 1
export CORE_UTILIZATION = 50
==> flow/constraint.sdc <==
current_design pong_game

set clk_period 11.2
set clk_io_pct 0.2

create_clock -name clk0 -period $clk_period [get_ports {clk}]

set non_clock_inputs [all_inputs -no_clocks]
set_input_delay [expr $clk_period * $clk_io_pct] -clock clk0 $non_clock_inputs
set_output_delay [expr $clk_period * $clk_io_pct] -clock clk0 [all_outputs]
==> out/metrics.yaml <==
outcome:
  status: "completed"
synth:
  synthArstFlopShare_pct: 0
  top_area_share_pct: 29.6
  synthTopLogicFamily: "simple AND/OR/NAND/NOR gates"
  synth_cell_types: 81
  top_cells_by_count: "134 x ha_1, 132 x nor2_1, 129 x inv_1"
  ys_chip_area_um2: 11400
  simple_gate_area_share_pct: 18.7
  synth_seq_share_pct: 34.9
  syn-cell-area_um2: 11400
  yosysMostFrequentCell: "ha_1"
  ys.warnings.count: 3
  compound_area_share_pct: 17.1
  avgSynthCellArea_um2: 8.84
  xor_area_share_pct: 6.32
  edf_count: 112
  ys_cells: 1286
  netlist_instances: 1286
  synthTopCellsByArea: "edfxtp_1 30%, ha_1 15%, dfxtp_1 5.3%"
  ys_ff: 142
  top_area_cell: "edfxtp_1"
  synthAdderAreaFrac_pct: 15.1
  ys.flop_type: "edfxtp_1"
  mux_share_pct: 1.01
clock_tree:
  cts_resized: 0
  clock_sinks: 142
  path_clk_slew_ps: 70
  clockBufferDepth: 2
  worstSkewPairLatency_ps: 420
  postCtsHoldBufs: 0
  post_cts_buffers: 0
  cts_buffers: 17
  cts_tree: "yes"
  htreeDepth: 4
  cts_root_buf: "clkbuf_16"
worst_setup_path:
  r2r_start: "counter2[8]"
  crit_type: "input pin to flop"
  end_kind: "flop"
  start_kind: "input pin"
  cp_max_fo: 34
  required_ps: 11320
  crit_start: "pixel_x[4]"
  critical_path_arrival_ps: 5830
sta:
  tightestPinTransition_ps: 856
  hold_ws_ps: 491
  slew_viol_final: 0
  hold_viol: 0
  fmax_ghz: 0.175
  fin_setup_tns_ps: 0
  finalClockSkew_ps: 17.2
  max_slew_margin_pct: 42.8
  finalSetupViolations: 0
  rsz0062_at_grt: "no"
  period_needed_ps: 5710
  period_used_pct: 51.0
place:
  placed_cell_area_um2: 12000
  gp_congestion: 0.959
  portBuffers: 41
  place_hpwl_mm: 20.6
layout:
  layout-drive-gt1-share_pct: 4.66
  fillers: 1955
  final_area_um2: 12500
  logic_area_um2: 6640
  regArea_um2: 3960
  area_delta_synth_final_pct: 10.2
  fin_util_pct: 56.9
floorplan:
  num_rows: 54
  chipArea_um2: 23300
  die_w_um: 153
  design.portCount: 42
  core_area_um2: 22000
  fp_util_pct: 51.6
  die_h_um: 153
pwr:
  power.density_nw_per_um2: 170
  cellLeakagePower_nw: 5.49
  vdd_drop_max_uv: 138
drt:
  antenna_left: 0
  wire_per_inst_um: 17.5
  n_antenna_cell: 0
  drtPass1Iterations: 18
  wl_mm: 27.9
  via_per_inst: 5.75
  first_iter_violations: 494
  drc_errors: 0
  num_vias: 9142
grt:
  grt_pass1_wl_mm: 44.7
  antenna_found_initial: 0
  grt_pass1_vias: 8346
  grt_max_degree: 51
  grt_overflow: 0
  track_usage_pct: 25.6
flow_run:
  drv_cap: 0
  warnings: 40
worst_hold_path:
  hold_path_class: "flop to flop"
  min_from: "counter2[0]"
## state kept, by name (all words and copies together), names as in the netlist
register	count
collision_state	4
ball_x	8
ball_x2	10
paddle_x1	10
ball_y2	10
ball_x1	10
ball_y1	10
display_x	10
blue	1
red	1
healthcounter	4
counter2	23
paddle_y2	10
paddle_x2	10
paddle_y1	10
screen	3
ball_y	8
## area by class of cell
type                            count  share of cell area, %
Multi-Input combinational cell    948                   53.0
Sequential cell                   142                   31.7
Timing Repair Buffer               57                   4.24
Inverter                          131                   3.93
Clock buffer                       17                   3.40
Tap cell                          280                   2.80
Clock inverter                     15                  0.949
## through the flow
step	total power (W)	std cells	setup slack (ps)
finish	0.00213	1590	5490
global route	0.00229	1590	5230
CTS	0.00215	1590	5470
detailed placement	0.00160	1558	5040
global placement	0.00159	1558	5110
floorplan	0.00139	1286	1480
## routing by layer
| metal | part of all wire [%] | global-route usage [%] |
|---|---|---|
| met1 | 46 | 38.9 |
| met2 | 46 | 39.8 |
| met3 | 5.7 | 5.10 |
| met4 | 2.4 | 5.10 |
| met5 | 0 | 0 |
## critical path, cell delays in order
cell	delay, ps
clkdlybuf4s50_1	900
inv_1	170
ha_1	320
or4b_1	190
a211oi_1	60
a41o_1	270
a2111oi_4	360
and2_1	180
buf_4	350
o21a_1	430
o311a_1	350
## cell families (layout without fill, tap and decap cells)
group                    count (synthesis)  count (layout)
AND/OR/NAND/NOR                        436             436
AND-OR/OR-AND                          283             283
buffers and inverters                  196             220
flip-flops                             142             142
adder cells (fa/ha/maj)                136             136
XOR/XNOR                                82              82
multiplexers                            11              11
## report_power, final
part	internal, W	switching [W]
combinational	0.000315	0.000433
sequential	0.000774	0.0000722
clock	0.000290	0.000244
## cells in the final DEF (no fill, tap or decap), drive strengths merged, types with 10 or more instances in the layout
master / instances
o21ai: 39
and2: 15
nand4: 31
edfxtp: 112
and3: 15
xor2: 29
nand2: 111
nand3: 31
nor3: 24
buf: 16
inv: 144
clkbuf: 17
xnor2: 53
or3: 14
o21a: 20
ha: 134
nor2: 132
a21o: 40
mux2i: 10
o211ai: 14
nor4: 13
clkdlybuf4s50: 41
dfxtp: 30
a21oi: 72
## worst paths after layout
path,cells after the start,slack (ps),end
worst min register to register,1,490,counter2[0]
worst max register to register,16,6760,blue[2]
worst max-delay path,11,5490,collision_state[3]
worst min-delay path,1,490,counter2[0]
Power is estimated from default activity; no workload was simulated.

### flow/run.sh
#!/bin/bash
# OpenROAD 26Q1-2900-gdf79404cd8, Yosys 0.63+post, stock flow scripts
make -C /OpenROAD-flow-scripts/flow DESIGN_CONFIG=/design/flow/config.mk WORK_HOME=/design/flow/orfs finish
### flow/design.v
module ball_control(clk, collision_state, x_pos, y_pos, x_pos_new, y_pos_new);
  input clk;
  input [3:0] collision_state;
  input [9:0] x_pos;
  input [9:0] y_pos;
  output reg [9:0] x_pos_new;
  output reg [9:0] y_pos_new;
  always @(posedge clk)
    begin
      case(collision_state)
        0 : begin  
          x_pos_new <= x_pos - 20;
          y_pos_new <= y_pos + 20;
        end
        1 : begin  
          x_pos_new <= x_pos - 20;
          y_pos_new <= y_pos - 20;
        end
        2 : begin  
          x_pos_new <= x_pos + 20;
          y_pos_new <= y_pos - 20;
        end
        3 : begin  
          x_pos_new <= x_pos + 20; 
          y_pos_new <= y_pos - 20;
        end
        4 : begin  
          x_pos_new <= x_pos + 20;
          y_pos_new <= y_pos + 20;
        end
        5 : begin  
          x_pos_new <= x_pos + 20;
          y_pos_new <= y_pos + 20;
        end
        6 : begin  
          x_pos_new <= x_pos - 20;
          y_pos_new <= y_pos + 20;
        end
        7 : begin  
          x_pos_new <= x_pos - 20;
          y_pos_new <= y_pos + 20;
        end
        8 : begin  
          x_pos_new <= x_pos - 20;
          y_pos_new <= y_pos - 20;
        end
        9 : begin  
          x_pos_new <= 320;
          y_pos_new <= 240;
        end
      endcase
    end
endmodule
### flow/config.mk
export PLATFORM = sky130hd
export DESIGN_NAME = ball_control
export DESIGN_NICKNAME = ball_control
export VERILOG_FILES = /design/flow/design.v
export SDC_FILE = /design/flow/constraint.sdc
export NUM_CORES = 4
export LEC_CHECK = 1
export CORE_AREA = 10 10 93 93
export DIE_AREA = 0 0 103 103
### flow/constraint.sdc
current_design ball_control

set clk_period 4.5
set clk_io_pct 0.2

create_clock -name clk0 -period $clk_period [get_ports {clk}]

set non_clock_inputs [all_inputs -no_clocks]
set_input_delay [expr $clk_period * $clk_io_pct] -clock clk0 $non_clock_inputs
set_output_delay [expr $clk_period * $clk_io_pct] -clock clk0 [all_outputs]
==> results_tabular.tex <==
% Yosys + OpenROAD metrics
\begin{tabular}{lr}
\hline
Metric & Value \\
\hline
\multicolumn{2}{l}{\textbf{Floorplanning}} \\
\quad Fp util & 21.0\% \\
\quad Width of the die & 103 µm \\
\quad CORE AREA & 6760 µm² \\
\quad Die y size & 103 µm \\
\quad DIE AREA & 10,600 µm² \\
\quad I/O pin count & 45 \\
\quad Cell Rows & 30 \\
\multicolumn{2}{l}{\textbf{STA}} \\
\quad Number of endpoints with negative hold slack in the final report & 0 \\
\quad Max Transition Viols Final & 0 \\
\quad Slew @ Worst Pin & 0.948 ns \\
\quad Tcrit/Tclk final & 85.8\% \\
\quad Final setup TNS & 0 ns \\
\quad Unrepaired setup endpoints after global routing & false \\
\quad Clock period minus worst slack & 3.86 ns \\
\quad Rel. slew slack & 36.1\% \\
\quad F\_max & 0.259 GHz \\
\quad Worst-case hold slack & 1.31 ns \\
\quad Final setup slack of the worst path & 0.641 ns \\
\quad Number of setup violations in the final report & 0 \\
\multicolumn{2}{l}{\textbf{Logic synthesis}} \\
\quad Post-synthesis area per instance & 10.4 µm² \\
\quad Post-Syn Instances & 136 \\
\quad Post-synth regs & 20 \\
\quad Netlist Area Pre-Place & 1420 µm² \\
\quad Area fraction of the dominant cell type after synthesis & 42.4\% \\
\quad Yosys chip area & 1420 µm² \\
\quad Fraction of the yosys area taken by sequential cells & 42.4\% \\
\quad Cell area leaders & sky130\_fd\_sc\_hd\_\_edfxtp\_1 (42\%), sky130\_fd\_sc\_hd\_\_ha\_1 (11\%), sky130\_fd\_sc\_hd\_\_a21oi\_1 (3.2\%) \\
\quad Fraction of synthesis flops using an asynchronous set or reset pin & 0\% \\
\quad Cell Type Count & 39 \\
\quad Number of cell instances after yosys synthesis & 136 \\
\quad Synthesis warning total & 1 \\
\quad Top\_reg\_cell synth & sky130\_fd\_sc\_hd\_\_edfxtp\_1 \\
\quad Number of flops mapped to enable cells by yosys & 20 \\
\quad Area leader, netlist & sky130\_fd\_sc\_hd\_\_edfxtp\_1 \\
\multicolumn{2}{l}{\textbf{Route}} \\
\quad Sum of met2 wire segment lengths after detailed routing & 1390 µm \\
\quad Uppermost metal layer occupied by signal nets & met4 \\
\quad Drt wl/cell & 12.9 µm \\
\quad Via-per-instance ratio & 4.36 \\
\quad Post-route antenna net violation count & 0 \\
\quad DRC marker count from the first detailed-route iteration & 81 \\
\quad Number of remaining DRC errors & 0 \\
\quad Diode insertion count for antenna repair & 0 \\
\quad Via count & 1,142 \\
\quad Metal1 wirelength & 1650 µm \\
\quad Drt pass-1 iters & 4 \\
\quad Amount of wire on met3 after detailed routing & 291 µm \\
\quad Routed wire length & 3380 µm \\
\multicolumn{2}{l}{\textbf{Setup path}} \\
\quad Critical path endpoint category & register \\
\quad Max Fanout on Critical Path & 9 \\
\quad Endpoint required time on the critical path & 4.50 ns \\
\quad Data arrival at the endpoint of the critical path & 3.86 ns \\
\quad Type of the worst setup path & in -> reg \\
\quad Element type at the critical path start & input port \\
\multicolumn{2}{l}{\textbf{Run status}} \\
\quad Result of the run & complete, no violations \\
\multicolumn{2}{l}{\textbf{Cells and area}} \\
\quad Flop area & 601 µm² \\
\quad Synth-to-Final Area Change & 42.7\% \\
\quad Combinational gate area & 767 µm² \\
\quad Layout cell share with drive strength beyond 1 & 6.04\% \\
\quad Filler Cell Count & 709 \\
\multicolumn{2}{l}{\textbf{Clock network}} \\
\quad Post-CTS setup-driven buffer insertion count & 0 \\
\quad Inserted Clock Buffers & 3 \\
\quad Count of H-tree levels built during CTS & 1 \\
\quad Number of gates resized after CTS & 0 \\
\quad Maximum root-to-sink buffer count & 2 \\
\quad Count of hold-fix buffers inserted at cts & 0 \\
\quad Post-CTS clock slew at the launch and capture registers of the worst setup and hold paths & 0.08 ns \\
\quad CTS Root Buffer Type & sky130\_fd\_sc\_hd\_\_clkbuf\_8 \\
\quad CTS sink count & 20 \\
\quad TritonCTS clock tree & yes \\
\multicolumn{2}{l}{\textbf{Global route}} \\
\quad Number of antenna violations at the first check in global routing & 0 \\
\quad Maximum number of pins on one net before global-route repair & 22 \\
\quad Via count of the first global-routing pass & 1,145 \\
\quad Wire length of the first global-routing pass & 5430 µm \\
\quad Total grt overflow & 0 \\
\quad Total global-route track usage & 6.32\% \\
\multicolumn{2}{l}{\textbf{Pwr}} \\
\quad Power density over the cells & 318 nW/µm² \\
\quad Leakage dissipation & 0.000772 µW \\
\quad Worst ir drop on vdd & 0.0000898 V \\
\multicolumn{2}{l}{\textbf{Placement}} \\
\quad Dpl hpwl & 2750 µm \\
\quad Post-placement setup slack & 0.420 ns \\
\quad Input/output buffers & 44 \\
\quad Final estimated routing congestion in global placement & 0.819 \\
\multicolumn{2}{l}{\textbf{Flow run}} \\
\quad Number of max-cap violations & 0 \\
\quad Count of tool warnings & 25 \\
\multicolumn{2}{l}{\textbf{Hold path}} \\
\quad Path class of the lowest-slack min-delay path & in -> reg \\
\hline
\end{tabular}
## registers in the layout, indices dropped and copies added, names as in the netlist
name and count:
x_pos_new 10, y_pos_new 10
## cells in the final DEF, fill, tap and decap left out, types with 4 or more instances in the layout
cell | synthesis | routed
sky130_fd_sc_hd__xnor2_1 | 4 | 4
sky130_fd_sc_hd__nor2_1 | 8 | 8
sky130_fd_sc_hd__ha_1 | 12 | 12
sky130_fd_sc_hd__a21o_1 | 4 | 4
sky130_fd_sc_hd__edfxtp_1 | 20 | 20
sky130_fd_sc_hd__o21ai_0 | 8 | 8
sky130_fd_sc_hd__nor2b_1 | 7 | 7
sky130_fd_sc_hd__inv_1 | 5 | 5
sky130_fd_sc_hd__nor3_1 | 4 | 4
sky130_fd_sc_hd__clkdlybuf4s50_1 | 0 | 44
sky130_fd_sc_hd__a211oi_1 | 5 | 5
sky130_fd_sc_hd__nand2_1 | 7 | 7
sky130_fd_sc_hd__a21oi_1 | 9 | 9
## metrics by stage
stage / util, % / std cells / power, µW / instance area [µm²]
after floorplan: - / 136 / 358 / 1420
after global placement: 28.9 / 258 / 467 / 1950
after detailed placement: 28.9 / 258 / 469 / 1950
after CTS: 29.9 / 262 / 653 / 2020
after global routing: 29.9 / 262 / 686 / 2020
final: 29.9 / 262 / 643 / 2020
## synth_stat cells (2+ instances only)
master	n
sky130_fd_sc_hd__or4_1	2
sky130_fd_sc_hd__nor3_1	4
sky130_fd_sc_hd__ha_1	12
sky130_fd_sc_hd__o21bai_1	2
sky130_fd_sc_hd__buf_2	2
sky130_fd_sc_hd__inv_1	5
sky130_fd_sc_hd__edfxtp_1	20
sky130_fd_sc_hd__nor2b_1	7
sky130_fd_sc_hd__fa_1	2
sky130_fd_sc_hd__mux2i_1	2
sky130_fd_sc_hd__nand2b_1	3
sky130_fd_sc_hd__o211ai_1	2
sky130_fd_sc_hd__a31oi_1	2
sky130_fd_sc_hd__nand2_1	7
sky130_fd_sc_hd__xnor2_1	4
sky130_fd_sc_hd__or3_1	2
sky130_fd_sc_hd__nor4_1	3
sky130_fd_sc_hd__a21oi_1	9
sky130_fd_sc_hd__nand3_1	3
sky130_fd_sc_hd__o21a_1	3
sky130_fd_sc_hd__a211oi_1	5
sky130_fd_sc_hd__nor2_1	8
sky130_fd_sc_hd__o21ai_0	8
sky130_fd_sc_hd__a21o_1	4
## report_power, final
group	switching [µW]	leakage (µW)	internal [µW]
sequential	8.35	0.000200	247
clock	63.3	0.0000357	119
combinational	81.0	0.000536	125
## routing by layer
metal	vias up	global-route usage [%]
met1	500	9.18
met5	-	0
met4	0	1.18
li1	612	-
met2	28	9.36
met3	2	1.69
## cells by family (layout without fill, tap and decap cells)
kind of cell               Yosys count  count (layout)  share of synthesized area [%]
muxes                                2               2                           1.41
xor gates and xnor gates             5               5                           3.09
adders and majority gates           14              14                           13.4
and+or+nand+nor                     45              45                           17.9
AOI/OAI and AO/OA                   40              40                           18.3
DFF                                 20              20                           42.4
buffers and inverters               10              56                           3.44
## worst paths after layout
check                from                          to  slack (ns)  depth (start not counted)
min              x_pos[1]  x_pos_new[1]$_SDFFCE_PP0P_        1.31                          2
max    collision_state[2]  x_pos_new[9]$_SDFFCE_PP0P_        0.64                          9
## layout make-up
| type | count | share of cell area (%) |
|---|---|---|
| well taps | 80 | 4.95 |
| clock inverters | 1 | 1.49 |
| repair buffers | 47 | 22.9 |
| inverters | 5 | 0.929 |
| flip-flops and latches | 20 | 29.7 |
| clock buffers | 3 | 2.04 |
| multi-input cells | 106 | 38.0 |
## worst max-delay path, stage by stage
cell	delay (ns)
sky130_fd_sc_hd__clkdlybuf4s50_1	0.55
sky130_fd_sc_hd__xor2_1	0.24
sky130_fd_sc_hd__o21ai_0	0.76
sky130_fd_sc_hd__inv_1	0.11
sky130_fd_sc_hd__ha_1	0.37
sky130_fd_sc_hd__o21ai_0	0.13
sky130_fd_sc_hd__or4_1	0.46
sky130_fd_sc_hd__a211oi_1	0.26
sky130_fd_sc_hd__nor3b_1	0.08
No activity file was given, so power comes from the tool's default toggle rates.
